===== ./design.v =====
module simpleInstructionsRam(clock, address, iRAMOutput);
	 input [9:0] address;
	 input clock;
	 output [31:0] iRAMOutput;
	 integer firstClock = 0;
	 reg [31:0] instructionsRAM[134:0];
	 always @ ( posedge clock ) begin
	 	 if (firstClock==0) begin
	 	 instructionsRAM[0] = 32'b01101100000000000000000000000000; 
	 	 instructionsRAM[1] = 32'b01010100000000000000000001010001; 
	 	 instructionsRAM[2] = 32'b01101000001000000000000000000000; 
	 	 instructionsRAM[3] = 32'b00000100111000010000000000000000; 
	 	 instructionsRAM[4] = 32'b01100100111000000000000000001001; 
	 	 instructionsRAM[5] = 32'b01100000011000000000000000001100; 
	 	 instructionsRAM[6] = 32'b00001100001000110000000000000001; 
	 	 instructionsRAM[7] = 32'b00000100111000010000000000000000; 
	 	 instructionsRAM[8] = 32'b01100000011000000000000000001001; 
	 	 instructionsRAM[9] = 32'b00000100100001110000000000000000; 
	 	 instructionsRAM[10] = 32'b01011100001000110010000000000000; 
	 	 instructionsRAM[11] = 32'b00000100111000010000000000000000; 
	 	 instructionsRAM[12] = 32'b01111100000001110000000000000000; 
	 	 instructionsRAM[13] = 32'b01001100000000000000000001000001; 
	 	 instructionsRAM[14] = 32'b01100000011000000000000000001001; 
	 	 instructionsRAM[15] = 32'b00000100111000110000000000000000; 
	 	 instructionsRAM[16] = 32'b01100100111000000000000000001101; 
	 	 instructionsRAM[17] = 32'b01100000011000000000000000001001; 
	 	 instructionsRAM[18] = 32'b00000100001000110000000000000001; 
	 	 instructionsRAM[19] = 32'b00000100111000010000000000000000; 
	 	 instructionsRAM[20] = 32'b01100100111000000000000000001010; 
	 	 instructionsRAM[21] = 32'b01100000011000000000000000001010; 
	 	 instructionsRAM[22] = 32'b01100000100000000000000000001100; 
	 	 instructionsRAM[23] = 32'b01011100001000110010000000000000; 
	 	 instructionsRAM[24] = 32'b00000100111000010000000000000000; 
	 	 instructionsRAM[25] = 32'b01111100000001110000000000000000; 
	 	 instructionsRAM[26] = 32'b01001100000000000000000000010110; 
	 	 instructionsRAM[27] = 32'b01100000011000000000000000001010; 
	 	 instructionsRAM[28] = 32'b00000100100000110000000000001110; 
	 	 instructionsRAM[29] = 32'b10000100001001000000000000000000; 
	 	 instructionsRAM[30] = 32'b00000100111000010000000000000000; 
	 	 instructionsRAM[31] = 32'b01100000011000000000000000001101; 
	 	 instructionsRAM[32] = 32'b00000100100000110000000000001110; 
	 	 instructionsRAM[33] = 32'b10000100001001000000000000000000; 
	 	 instructionsRAM[34] = 32'b00000101000000010000000000000000; 
	 	 instructionsRAM[35] = 32'b00000100011001110000000000000000; 
	 	 instructionsRAM[36] = 32'b00000100100010000000000000000000; 
	 	 instructionsRAM[37] = 32'b01011100001000110010000000000000; 
	 	 instructionsRAM[38] = 32'b00000100111000010000000000000000; 
	 	 instructionsRAM[39] = 32'b01111100000001110000000000000000; 
	 	 instructionsRAM[40] = 32'b01001100000000000000000000000011; 
	 	 instructionsRAM[41] = 32'b01100000011000000000000000001010; 
	 	 instructionsRAM[42] = 32'b00000100111000110000000000000000; 
	 	 instructionsRAM[43] = 32'b01100100111000000000000000001101; 
	 	 instructionsRAM[44] = 32'b01100000011000000000000000001010; 
	 	 instructionsRAM[45] = 32'b00000100001000110000000000000001; 
	 	 instructionsRAM[46] = 32'b00000100111000010000000000000000; 
	 	 instructionsRAM[47] = 32'b01100100111000000000000000001010; 
	 	 instructionsRAM[48] = 32'b01010100000000000000000000010101; 
	 	 instructionsRAM[49] = 32'b01100000011000000000000000001001; 
	 	 instructionsRAM[50] = 32'b01100000100000000000000000001101; 
	 	 instructionsRAM[51] = 32'b01011100001000110010000000000000; 
	 	 instructionsRAM[52] = 32'b01011100011001000001100000000000; 
	 	 instructionsRAM[53] = 32'b00100100001000010001100000000000; 
	 	 instructionsRAM[54] = 32'b00000100111000010000000000000000; 
	 	 instructionsRAM[55] = 32'b01111100000001110000000000000000; 
	 	 instructionsRAM[56] = 32'b01001100000000000000000000010001; 
	 	 instructionsRAM[57] = 32'b01100000011000000000000000001001; 
	 	 instructionsRAM[58] = 32'b00000100100000110000000000001110; 
	 	 instructionsRAM[59] = 32'b10000100001001000000000000000000; 
	 	 instructionsRAM[60] = 32'b00000100111000010000000000000000; 
	 	 instructionsRAM[61] = 32'b01100100111000000000000000001011; 
	 	 instructionsRAM[62] = 32'b01100000011000000000000000001101; 
	 	 instructionsRAM[63] = 32'b00000100100000110000000000001110; 
	 	 instructionsRAM[64] = 32'b10000100001001000000000000000000; 
	 	 instructionsRAM[65] = 32'b00000100111000010000000000000000; 
	 	 instructionsRAM[66] = 32'b01100000011000000000000000001001; 
	 	 instructionsRAM[67] = 32'b00000100100000110000000000001110; 
	 	 instructionsRAM[68] = 32'b10001000111001000000000000000000; 
	 	 instructionsRAM[69] = 32'b01100000011000000000000000001011; 
	 	 instructionsRAM[70] = 32'b00000100111000110000000000000000; 
	 	 instructionsRAM[71] = 32'b01100000011000000000000000001101; 
	 	 instructionsRAM[72] = 32'b00000100100000110000000000001110; 
	 	 instructionsRAM[73] = 32'b10001000111001000000000000000000; 
	 	 instructionsRAM[74] = 32'b01100000011000000000000000001001; 
	 	 instructionsRAM[75] = 32'b00000100001000110000000000000001; 
	 	 instructionsRAM[76] = 32'b00000100111000010000000000000000; 
	 	 instructionsRAM[77] = 32'b01100100111000000000000000001001; 
	 	 instructionsRAM[78] = 32'b01010100000000000000000000000101; 
	 	 instructionsRAM[79] = 32'b10000100001111110000000000000000; 
	 	 instructionsRAM[80] = 32'b10001100000000010000000000000000; 
	 	 instructionsRAM[81] = 32'b01101000001000000000000000001001; 
	 	 instructionsRAM[82] = 32'b00000100111000010000000000000000; 
	 	 instructionsRAM[83] = 32'b01100100111000000000000000000010; 
	 	 instructionsRAM[84] = 32'b01101000001000000000000000000110; 
	 	 instructionsRAM[85] = 32'b00000100111000010000000000000000; 
	 	 instructionsRAM[86] = 32'b01100100111000000000000000000011; 
	 	 instructionsRAM[87] = 32'b01101000001000000000000000001000; 
	 	 instructionsRAM[88] = 32'b00000100111000010000000000000000; 
	 	 instructionsRAM[89] = 32'b01100100111000000000000000000100; 
	 	 instructionsRAM[90] = 32'b01101000001000000000000000000111; 
	 	 instructionsRAM[91] = 32'b00000100111000010000000000000000; 
	 	 instructionsRAM[92] = 32'b01100100111000000000000000000101; 
	 	 instructionsRAM[93] = 32'b01100000001000000000000000000010; 
	 	 instructionsRAM[94] = 32'b01100000001000000000000000000010; 
	 	 instructionsRAM[95] = 32'b01100100001000000000000000001110; 
	 	 instructionsRAM[96] = 32'b01100000001000000000000000000011; 
	 	 instructionsRAM[97] = 32'b01100100001000000000000000001111; 
	 	 instructionsRAM[98] = 32'b01100000001000000000000000000100; 
	 	 instructionsRAM[99] = 32'b01100100001000000000000000010000; 
	 	 instructionsRAM[100] = 32'b01100000001000000000000000000101; 
	 	 instructionsRAM[101] = 32'b01100100001000000000000000010001; 
	 	 instructionsRAM[102] = 32'b01100000001000000000000000000110; 
	 	 instructionsRAM[103] = 32'b01100100001000000000000000010010; 
	 	 instructionsRAM[104] = 32'b01101000001000000000000000000100; 
	 	 instructionsRAM[105] = 32'b01100100001000000000000000001100; 
	 	 instructionsRAM[106] = 32'b01101011111000000000000000010100; 
	 	 instructionsRAM[107] = 32'b00000111111111110000000000000001; 
	 	 instructionsRAM[108] = 32'b01101000001000000000000001101111; 
	 	 instructionsRAM[109] = 32'b10001000001111110000000000000000; 
	 	 instructionsRAM[110] = 32'b01010100000000000000000000000010; 
	 	 instructionsRAM[111] = 32'b00001111111111110000000000000001; 
	 	 instructionsRAM[112] = 32'b01100000001000000000000000001110; 
	 	 instructionsRAM[113] = 32'b01100100001000000000000000000010; 
	 	 instructionsRAM[114] = 32'b01100000001000000000000000001111; 
	 	 instructionsRAM[115] = 32'b01100100001000000000000000000011; 
	 	 instructionsRAM[116] = 32'b01100000001000000000000000010000; 
	 	 instructionsRAM[117] = 32'b01100100001000000000000000000100; 
	 	 instructionsRAM[118] = 32'b01100000001000000000000000010001; 
	 	 instructionsRAM[119] = 32'b01100100001000000000000000000101; 
	 	 instructionsRAM[120] = 32'b01100000001000000000000000010010; 
	 	 instructionsRAM[121] = 32'b01100100001000000000000000000110; 
	 	 instructionsRAM[122] = 32'b01110100001000000000000000000000; 
	 	 instructionsRAM[123] = 32'b00000100111000010000000000000000; 
	 	 instructionsRAM[124] = 32'b01100100111000000000000000000111; 
	 	 instructionsRAM[125] = 32'b01100000011000000000000000000111; 
	 	 instructionsRAM[126] = 32'b00000100100000110000000000000010; 
	 	 instructionsRAM[127] = 32'b10000100001001000000000000000000; 
	 	 instructionsRAM[128] = 32'b00000100111000010000000000000000; 
	 	 instructionsRAM[129] = 32'b00000100001001110000000000000000; 
	 	 instructionsRAM[130] = 32'b01111000001000000000000000000000; 
	 	 instructionsRAM[131] = 32'b10000000001000000000000000000000; 
	 	 instructionsRAM[132] = 32'b10000000001000000000000000000000; 
	 	 instructionsRAM[133] = 32'b01110000000000000000000000000000; 
	 	 firstClock <= 0;
	 	 end
	 end
	 assign iRAMOutput = instructionsRAM[address];
endmodule  

===== ./run.sh =====
#!/bin/bash
# OpenROAD 26Q1-2900-gdf79404cd8, Yosys 0.63+post, stock flow scripts
make -C /OpenROAD-flow-scripts/flow DESIGN_CONFIG=/design/flow/config.mk WORK_HOME=/design/flow/orfs finish

===== ./constraint.sdc =====
current_design simpleInstructionsRam

set clk_period 4.4
set clk_io_pct 0.2

create_clock -name clk0 -period $clk_period [get_ports {clock}]

set non_clock_inputs [all_inputs -no_clocks]
set_input_delay [expr $clk_period * $clk_io_pct] -clock clk0 $non_clock_inputs
set_output_delay [expr $clk_period * $clk_io_pct] -clock clk0 [all_outputs]

===== ./config.mk =====
export PLATFORM = sky130hd
export DESIGN_NAME = simpleInstructionsRam
export DESIGN_NICKNAME = simpleInstructionsRam
export VERILOG_FILES = /design/flow/design.v
export SDC_FILE = /design/flow/constraint.sdc
export NUM_CORES = 4
export LEC_CHECK = 1
export CORE_UTILIZATION = 40

==> results_dict.tcl <==
# metrics dict for downstream scripts
set metrics [dict create \
    outcome "finished clean" \
    ant_nets 0 \
    synth_cell_types 67 \
    wl_um 14600 \
    wl_met3_um 2250 \
    syn_area_um2 2500 \
    tool_warnings 31 \
    crit_path_start_kind "primary input" \
    setup_viol 0 \
    p_leak_nw 1.83 \
    finalCritPeriodShare_pct 98.5 \
    grt_overflow_total 0 \
    top_layer_used "met4" \
    avgSynthCellArea_um2 6.08 \
    utilization_pct 71.8 \
    grt_pass1_wl_um 22000 \
    max_freq_mhz 231 \
    syn_inst 412 \
    final_cells 643 \
    met2_wirelength_um 5830 \
    antenna_found_initial 0 \
    synth_chip_area_um2 2500 \
    fp_util_pct 41.8 \
    place_inst 623 \
    fp.dieW_um 81.1 \
    hold_path.class "primary input to primary output" \
    cp-end-kind "primary output" \
    dr.pass1.iters 5 \
    hold_viol_final 0 \
    dp_hpwl_um 10200 \
    yosysCellCount 412 \
    avgViaCountPerCell 6.67 \
    ios 43 \
    rows 28 \
    crit_fanout 6 \
    clockBufferCount 0 \
    finalWeightedCongestion 1.11 \
    antenna_cells 0 \
    ctsHoldBuffers 0 \
    ys_warn_count 34 \
    hold_slack_ns 2.62 \
    n_fill_cell 445 \
    seq_area_um2 0 \
    syn2layout_area_growth_pct 71.8 \
    core_area_um2 5990 \
    grt_pass1_vias 4031 \
    cp.required_ns 3.52 \
    portBuffers 34 \
    drv_slew 0 \
    layout-drive-gt1-share_pct 40.3 \
    ir_worst_vdd_mv 0.0787 \
    power_per_cell_area_nw_per_um2 87.2 \
    chip_area_um2 6580 \
    maxCapViolCount 0 \
    track_usage_pct 45.9 \
    die-height_um 81.1 \
    first_iter_violations 596 \
    drt-met1-wl_um 5720 \
    finalSetupTns_ns 0 \
    grt_start_max_net_pins 23 \
    seq_cell_count 0 \
    ys_seq_share_pct 0 \
    arrival_ns 3.46 \
    worst-setup-path-type "primary input to primary output" \
    place_ws_ns -0.241 \
    min_period_ns 4.34 \
    remaining_drc_errors 0 \
    vias 4287 \
    wire_per_inst_um 22.7 \
    setup_ws_ns 0.0642 \
]
## critical path, stage by stage
cell and delay [ns]:
dlygate4sd2_1 0.27, buf_4 0.18, nand2b_2 0.19, o22ai_1 0.14, a32oi_1 0.28, nand4_1 0.26
buf_4 0.23, nor4b_2 0.44, nand3_1 0.15, clkdlybuf4s50_1 0.43
## metrics by stage
stage / power (mW) / area (µm²)
after floorplan: 0.149 / 2520
after global placement: 0.313 / 3880
after detailed placement: 0.314 / 3880
after CTS: 0.347 / 4200
after global routing: 0.393 / 4300
final: 0.375 / 4300
## area by class of cell
class                           instances  area, µm²  share of cell area, %
Inverter                                7       30.0                  0.698
Tap cell                               75       93.8                   2.18
Multi-Input combinational cell        352       2330                   54.1
Timing Repair Buffer                  209       1850                   43.0
## synth_stat cells, types with 6 or more instances
library cell / n / area [µm²]
buf_2: 21 / 105
inv_1: 7 / 26.3
o32ai_1: 8 / 70.1
a21oi_1: 30 / 150
nand3_1: 24 / 120
a211oi_1: 6 / 45.0
nand2_1: 35 / 131
nor3_1: 13 / 65.1
a31oi_1: 11 / 68.8
nand4_1: 13 / 81.3
o21ai_0: 22 / 110
o22ai_1: 16 / 100
buf_1: 6 / 22.5
clkbuf_1: 13 / 48.8
buf_4: 9 / 67.6
nand2b_1: 11 / 68.8
o211ai_1: 6 / 45.0
nor2_1: 48 / 180
buf_6: 8 / 90.1
nor4_1: 7 / 43.8
## final timing paths
| kind | start | to | slack (ns) | cells after the start |
|---|---|---|---|---|
| worst max-delay path | address[3] | iRAMOutput[26] | 0.06 | 10 |
| worst min-delay path | address[5] | iRAMOutput[21] | 2.62 | 8 |
## layer usage
| layer | up-vias | track usage (%) |
|---|---|---|
| met2 | 424 | 66.1 |
| met4 | 0 | 18.6 |
| met5 | - | 0 |
| li1 | 1882 | - |
| met3 | 79 | 16.0 |
| met1 | 1902 | 62.2 |
## where the power goes
group,switching [mW],internal [mW],total (mW)
sequential,0,0,0
clock,0,0,0
combinational,0.184,0.191,0.375
total,0.184,0.191,0.375
## timing repair
action	4_1_cts	5_1_grt
endpoints found under the setup margin	16	13
gates resized	32	35
pin swaps	14	10
setup buffers	11	3
cloned	6	0
## logic make-up after synthesis
group | after synthesis | synth area share, %
AND/OR/NAND/NOR | 208 | 47.4
AND-OR/OR-AND | 131 | 35.3
buffers and inverters | 65 | 14.6
XOR/XNOR | 5 | 1.75
multiplexers | 2 | 0.800
other | 1 | 0.150
## cell usage in the layout (no fill, tap or decap), types with 6 or more instances in the layout
master	instances
buf_4	157
nor2_1	47
nand2_1	35
a21oi_1	29
clkdlybuf4s50_1	25
nand3_1	24
o21ai_0	19
o22ai_1	15
nand4_1	13
nor3_1	11
a31oi_1	10
nand2b_1	9
buf_12	8
o32ai_1	7
o211ai_1	6
conb_1	6
buf_6	6
Power figures rest on the tool's default switching activity, not on a simulated workload.
